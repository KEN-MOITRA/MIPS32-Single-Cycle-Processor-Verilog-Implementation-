`flow/run.sh`:
```
#!/bin/bash
# OpenROAD 26Q1-2900-gdf79404cd8, Yosys 0.63+post, stock flow scripts
make -C /OpenROAD-flow-scripts/flow DESIGN_CONFIG=/design/flow/config.mk WORK_HOME=/design/flow/orfs finish
```
`flow/config.mk`:
```
export PLATFORM = sky130hd
export DESIGN_NAME = Controller
export DESIGN_NICKNAME = Controller
export VERILOG_FILES = /design/flow/design.v
export SDC_FILE = /design/flow/constraint.sdc
export NUM_CORES = 4
export LEC_CHECK = 1
export CORE_AREA = 10 10 70 70
export DIE_AREA = 0 0 80 80
```
`flow/constraint.sdc`:
```
current_design Controller

set clk_period 3.9
set clk_io_pct 0.2

create_clock -name clk0 -period $clk_period

set non_clock_inputs [all_inputs -no_clocks]
set_input_delay [expr $clk_period * $clk_io_pct] -clock clk0 $non_clock_inputs
set_output_delay [expr $clk_period * $clk_io_pct] -clock clk0 [all_outputs]
```
`flow/design.v`:
```
`timescale 1ns / 1ps
module Controller(
input[31:0] instruct,
output        branch,
output        jump,
output        mem_to_reg,
output        mem_write ,
output        reg_dst   ,
output        reg_write ,
output [ 2:0] alucontrol,
output        alu_src
);
maindecoder maindec(.instruct(instruct),.branch(branch),.jump(jump),.mem_to_reg(mem_to_reg),.mem_write(mem_write),.reg_dst(reg_dst),.reg_write(reg_write),.alu_src(alu_src));
aludecoder aludec(.instruct(instruct),.alucontrol(alucontrol));
endmodule
`timescale 1ns / 1ps
module aludecoder
(
input[31:0] instruct,
output reg[2:0] alucontrol
);
wire[5:0] opcode=instruct[31:26];
wire[5:0] funct= instruct[5:0];
always @(instruct) 
begin
		casex ({opcode,funct})
			12'b000100xxxxxx : alucontrol = 3'b110;
			12'b001010xxxxxx : alucontrol = 3'b111;
			12'b001000xxxxxx : alucontrol = 3'b010;
			12'bxxxxxx100000 : alucontrol = 3'b010;
			12'bxxxxxx100010 : alucontrol = 3'b110;
			12'bxxxxxx100100 : alucontrol = 3'b000;
			12'bxxxxxx100101 : alucontrol = 3'b001;
			12'bxxxxxx101010 : alucontrol = 3'b111;
			default          : alucontrol = 3'b010;
		endcase
end
endmodule
`timescale 1ns / 1ps
module maindecoder
(
input[31:0] instruct,
output        branch,
output        jump,
output        mem_to_reg,
output        mem_write ,
output        reg_dst   ,
output        reg_write ,
output        alu_src
);
 reg[6:0] control_signal;
assign{mem_to_reg,mem_write,alu_src,reg_dst,reg_write,branch,jump}=control_signal;
always@(*)
case(instruct[31:26])
6'b000000:control_signal<=9'b0001100; 
6'b100011:control_signal<=9'b1010100; 
6'b101011:control_signal<=9'b0110000; 
6'b000100:control_signal<=9'b0000010; 
6'b001000:control_signal<=9'b0010100; 
6'b000010:control_signal<=9'b0000001; 
default:control_signal<=9'bxxxxxxxxx;
endcase
endmodule
```
==> deck_impl_summary.md <==
Key Metrics from the Run

Die
  – Die ar.: ~6400 sq um
  – Core ar.: 3416 sq um
  – Die Y-Extent: approximately 80 um
  – Chip Width: ~80 um
  – Initial Util: 0.07839
  – Num rows: 21
  – IO Pins: around 42

Routing
  – Per-cell routed wire length: 10.01 um
  – DR iter-0 viols: between 50 and 60
  – Ant. Diodes: 0
  – DR pass1 iterations: 3
  – Via Count: 365
  – Post-route ant nets: 0
  – DRC: 0
  – WL final: between 1000 and 1500 um
  – Vias per Instance: around 3.5

GRT
  – Gr usage total: 0.03140
  – Largest net degree at the start of global routing: 13
  – Total grt overflow: 0
  – Initial antenna violation count: 0
  – Vias in the first global route: between 300 and 400
  – First-pass GRT wire length: approximately 1700 um

Final timing
  – Endpoints failing hold: 0
  – Setup tns final: 0 ns
  – Setup slack after layout: between 0.4 and 0.5 ns
  – Slew @ Worst Pin: approximately 0.42 ns
  – Fmax: between 200 and 300 MHz
  – RSZ-0062 raised after global routing: no
  – Tmin final: between 3 and 4 ns
  – Period utilisation layout: 0.8829
  – Final setup viols: 0
  – Max-slew violation count: 0
  – Slew headroom: 0.7163

Layout
  – Final core utilization: 0.1549
  – Seq. cell area: 0 sq um
  – Seq cells: 0
  – Clock buffers: 0
  – Syn-to-layout area delta: 97.66%
  – Number of fill cells in the layout: slightly below 400
  – Layout Cells excl Fill: 104
  – Layout cells sized above 1: 0.05172

Synth
  – Synth Cell Area: between 200 and 300 sq um
  – Avg Inst Size Synth: a little over 7 sq um
  – Synth top cells by count: 4 x o21ai_0, 3 x nor3_1, 3 x nor4bb_1
  – Register share after synthesis: 0
  – Yosys warns: 2
  – Most common cell in the netlist: o21ai_0
  – Top cells by area: nor4bb_1 11%, o21ai_0 7.5%, nor3_1 5.6%
  – Cell Type Count: 27
  – Area leader share: 0.1121
  – Yosys Instances: 38
  – Cell taking the most area after synthesis: nor4bb_1
  – Yosys chip area: approximately 270 sq um
  – Syn Inst Count: 38

Power and ir drop
  – Logic pwr share: 1.000
  – Peak supply drop: 14.18 uV
  – Clock share of power: 0
  – Cell Pwr Density: just under 70 nW/um^2
  – Leak pwr: between 0.15 and 0.2 nW
  – Switching share of total power: 0.4038
  – Overall power: between 30 and 40 uW
  – Pint: ~22 uW
  – Part of the power in registers: 0
  – Sw Pwr: 14.82 uW

Clock network
  – Setup Buffers After CTS: 0
  – Post-CTS Resized: 0
  – Hold buffers post-CTS: 0

Hold path
  – Hold/Removal Path Class: primary input to output port
  – Hold path endpoint: alu_src
  – Worst hold start: instruct[30]
  – Worst Hold Depth: 3

Flow run
  – Tool warnings: approximately 52
  – Max cap viols: 0

Critical path
  – CP Capture Type: output port
  – Worst EP arrival: ~2.7 ns
  – Crit Path Category: primary input to output port
  – Crit path DRT: 3.12 ns
  – Crit-path max FO: 11
  – Crit start category: primary input

Place
  – Gpl congestion: between 0.7 and 0.8
  – DP HPWL: 930.1 um
  – Pre-CTS WS: around 0.45 ns
  – Dpl cells: between 100 and 150
  – IO Port Bufs: 22

Run status
  – Status: finished clean
==> cell type report <==
cell class,count,area [sq um],area share
Multi-Input combinational cell,36,251.5,0.4752
Tap cell,46,57.56,0.1087
Timing Repair Buffer,22,220.2,0.4161
==> worst max-delay path, cell delays in order <==
cell             delay (ns)
clkdlybuf4s50_1        0.68
or4b_1                 0.49
a211oi_2               0.22
clkdlybuf4s50_1        0.49
==> per-layer routing <==
| layer | GRT usage | vias to the layer above | wire length [um] |
|---|---|---|---|
| li1 | - | 191 | - |
| met1 | 0.03560 | 170 | 382 |
| met2 | 0.06180 | 4 | 614 |
| met3 | 0.005682 | 0 | 43 |
| met4 | 0 | 0 | 0 |
| met5 | 0 | - | 0 |
==> how the worst max path moves through the flow <==
stage / start / end / slack, ns / depth (start not counted)
global route: instruct[29] / alu_src / 0.39 / 4
finish: instruct[29] / alu_src / 0.46 / 4
CTS: instruct[29] / alu_src / 0.45 / 4
==> kinds of logic (layout without fill, tap and decap cells) <==
logic type	Yosys count	in the layout	share of synthesized area
AOI/OAI and AO/OA	11	11	0.2991
xor gates and xnor gates	2	2	0.06543
buffers and inverters	2	22	0.06073
and+or+nand+nor	23	23	0.5748
==> cell usage in the layout (no fill, tap or decap), drive strengths merged <==
cell type	count
xnor2	1
nand3	1
a211oi	1
a22o	1
o32a	1
nand2b	1
or3	1
nand2	2
clkdlybuf4s50	22
or2	1
nor3b	1
nor4b	1
a221o	1
nor3	4
xor2	1
a2bb2oi	1
a21oi	2
and2	1
o21ai	4
and3	2
nor4bb	3
nor2b	2
or4b	1
nor2	1
nor4	1
==> stage by stage <==
step	hold WS [ns]	instance area, sq um
2_1_floorplan	1.575	267.8
3_3_place_gp	2.649	529.3
3_5_place_dp	2.650	529.3
4_1_cts	2.650	529.3
5_1_grt	2.684	529.3
6_report	2.642	529.3
==> power groups by stage <==
stage / Clock, mW / Sequential, mW / Combinational [mW]
final: 0 / 0 / 0.0367
after global routing: 0 / 0 / 0.0404
after CTS: 0 / 0 / 0.0371
Power figures rest on the tool's default switching activity, not on a simulated workload.
